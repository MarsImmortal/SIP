## run.sh

```bash
#!/bin/bash
# OpenROAD 26Q1-2900-gdf79404cd8, Yosys 0.63+post, stock flow scripts
make -C /OpenROAD-flow-scripts/flow DESIGN_CONFIG=/design/flow/config.mk WORK_HOME=/design/flow/orfs finish
```

## config.mk

```make
export PLATFORM = sky130hd
export DESIGN_NAME = spi_sd_interface
export DESIGN_NICKNAME = spi_sd_interface
export VERILOG_FILES = /design/flow/design.v
export SDC_FILE = /design/flow/constraint.sdc
export NUM_CORES = 4
export LEC_CHECK = 1
export CORE_AREA = 10 10 70 70
export DIE_AREA = 0 0 80 80
```

## constraint.sdc

```tcl
current_design spi_sd_interface

set clk_period 1.3
set clk_io_pct 0.2

create_clock -name clk0 -period $clk_period [get_ports {clk}]

set non_clock_inputs [all_inputs -no_clocks]
set_input_delay [expr $clk_period * $clk_io_pct] -clock clk0 $non_clock_inputs
set_output_delay [expr $clk_period * $clk_io_pct] -clock clk0 [all_outputs]
```

## design.v

```verilog
module spi_sd_interface (
  input wire clk,             
  input wire rst,             
  output wire sd_cs,          
  output wire spi_sclk,       
  inout wire spi_mosi,        
  inout wire spi_miso,        
  input wire file_ready,      
  output wire[7:0] file_data  
);
parameter IDLE = 2'b00;
parameter READ_DATA = 2'b01;
reg [1:0] state, next_state;
reg [7:0] data_out, data_in;
reg read_enable;
always @(posedge clk or posedge rst) begin
  if (rst) begin
    state <= IDLE;
    sd_cs <= 1'b1;   
    spi_sclk <= 1'b0;   
    spi_mosi <= 1'b0;   
    read_enable <= 1'b0;   
  end else begin
    state <= next_state;
  end
end
always @(posedge clk) begin
  next_state = state;
  spi_sclk <= 1'b0;
  spi_mosi <= 1'b0;
  case (state)
    IDLE: begin
      if (file_ready) begin
        next_state = READ_DATA;
        sd_cs <= 1'b0;  
        read_enable <= 1'b1;  
      end
    end
    READ_DATA: begin
      spi_sclk <= 1'b1;  
      spi_mosi <= read_enable ? 1'b1 : 1'b0;  
      if (spi_miso) begin
        data_in <= data_in << 1 | spi_miso;  
      end
      if (read_enable && (spi_miso == 1'b0)) begin
        read_enable <= 1'b0;  
        next_state = IDLE;
      end
    end
  endcase
end
assign file_data = data_in;
endmodule
```

==> metrics.yaml <==
synthesis:
  netlist.top_cell.by_area: "sky130_fd_sc_hd__edfxtp_1"
  yosysWarnings: 17
  yosysTopAreaCellShare: 0.623
  yosys.stat.chipArea_um2: 385
  post_syn_area_um2: 385
  synth_cells: 22
  postSynthSeqShare: 0.857
  postSynthRegisterBits: 12
  synth_stat.cells: 22
  syn_avg_cell_area_um2: 17.5
  synth.area.top_cells: "sky130_fd_sc_hd__edfxtp_1 62%, sky130_fd_sc_hd__dfrtp_1 13%, sky130_fd_sc_hd__dfxtp_1 10%, sky130_fd_sc_hd__buf_4 5.8%, sky130_fd_sc_hd__a21o_1 1.9%"
  yosys.cell_types.count: 9
run_status:
  first-error: "[ERROR RSZ-0074] Failed to build tree from global routes for pin 'spi_miso' and net 'spi_miso' at grid (3450, 37950): found route to 3 pins, expected 2"
  outcome: "did not finish"
  outcome.stop_stage: "global routing"
final_timing:
  endpoints_left_unconstrained: 1
place:
  place.detailed.hpwl_um: 558
  place_congestion: 0.674
  placement.io_buffers: 10
  place_area_um2: 520
grt:
  grt_start_max_net_pins: 9
clocking:
  clockRootBuffer: "sky130_fd_sc_hd__clkbuf_4"
  htreeDepth: 1
  cts_made_buffers: 3
  cts_buffer_depth: 2
  cts.hold.buffers_added: 0
  cts.sink_count: 12
floorplan:
  fp-utilization: 0.113
  die-height_um: 80
  boundaryPins: 15
  placementRows: 21
  dieWidth_um: 80
-- Yosys cell counts --
| cell | number |
|---|---|
| sky130_fd_sc_hd__dfxtp_1 | 2 |
| sky130_fd_sc_hd__buf_4 | 3 |
| sky130_fd_sc_hd__clkbuf_1 | 1 |
| sky130_fd_sc_hd__and3_1 | 1 |
| sky130_fd_sc_hd__dfrtp_1 | 2 |
| sky130_fd_sc_hd__inv_1 | 2 |
| sky130_fd_sc_hd__edfxtp_1 | 8 |
| sky130_fd_sc_hd__conb_1 | 2 |
| sky130_fd_sc_hd__a21o_1 | 1 |
-- stage by stage --
step,utilization,total power [mW],worst slack (ps),std cells
CTS,0.169,0.760,96.0,83
detailed placement,0.152,0.477,177,75
floorplan,-,0.445,258,23
global placement,0.152,0.476,214,75
-- cell families after synthesis --
group	share of synthesized area
AND/OR/NAND/NOR	0.0162
flip-flops	0.857
buffers and inverters	0.0877
other	0.0195
AND-OR/OR-AND	0.0195
-- timing repair --
action,CTS
endpoints found under the setup margin,8
setup buffers,4
gates resized,8
Power is estimated from default activity; no workload was simulated.
